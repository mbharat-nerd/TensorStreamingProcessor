## ./config.mk

```make
export PLATFORM = sky130hd
export DESIGN_NAME = async_fifo
export DESIGN_NICKNAME = async_fifo
export VERILOG_FILES = /design/flow/design.v
export SDC_FILE = /design/flow/constraint.sdc
export NUM_CORES = 4
export LEC_CHECK = 1
export CORE_UTILIZATION = 40
```

## ./run.sh

```bash
#!/bin/bash
# OpenROAD 26Q1-2900-gdf79404cd8, Yosys 0.63+post, stock flow scripts
make -C /OpenROAD-flow-scripts/flow DESIGN_CONFIG=/design/flow/config.mk WORK_HOME=/design/flow/orfs finish
```

## ./constraint.sdc

```tcl
current_design async_fifo

set clk_period 2.4
set clk_io_pct 0.2

create_clock -name clk0 -period $clk_period [get_ports {i_rclk}]
create_clock -name clk1 -period $clk_period [get_ports {i_wclk}]

set non_clock_inputs [all_inputs -no_clocks]
set_input_delay [expr $clk_period * $clk_io_pct] -clock clk0 $non_clock_inputs
set_output_delay [expr $clk_period * $clk_io_pct] -clock clk0 [all_outputs]
```

## ./design.v

```verilog
module async_fifo
    #(parameter DSIZE = 2,
      parameter ASIZE = 4)
    (input logic i_wclk, 
     input logic i_wrst, 
     input logic i_wr,
     input logic [DSIZE-1:0] i_wdata,
     output logic o_wfull,
     input logic i_rclk,
     input logic i_rrst,
     input logic i_rd,
     output logic [DSIZE-1:0] o_rdata,
     output logic o_rempty);
    wire [ASIZE-1:0] waddr, raddr;
    wire wfull_next, rempty_next;
    logic [ASIZE:0] wgray, wbin, wq2_rgray, wq1_rgray;
    logic [ASIZE:0] rgray, rbin, rq2_wgray, rq1_wgray;
    wire [ASIZE:0] wgraynext, wbinnext;
    wire [ASIZE:0] rgraynext, rbinnext;
    logic [DSIZE-1:0] mem [0:((1<<ASIZE)-1)];
    always_ff @(posedge i_wclk) begin
        if (i_wrst) 
            { wq2_rgray, wq1_rgray } <= '0;             
        else 
            { wq2_rgray, wq1_rgray } <= { wq1_rgray, rgray };        
    end
    always_ff @(posedge i_rclk) begin
        if (i_rrst) begin
            { rq2_wgray, rq1_wgray } <= '0;
        end
        else begin
            { rq2_wgray, rq1_wgray } <= { rq1_wgray, wgray };
        end            
    end
    assign    wbinnext  = wbin + { {(ASIZE){1'b0}}, ((i_wr) && (!o_wfull)) };
    assign    wgraynext = (wbinnext >> 1) ^ wbinnext;
    assign	waddr = wbin[ASIZE-1:0];
    initial    { wbin, wgray } = 0;
    always_ff @(posedge i_wclk) begin
       if (i_wrst)
           { wbin, wgray } <= 0;
       else
           { wbin, wgray } <= { wbinnext, wgraynext };
    end           
    assign  wfull_next = (wgraynext == { ~wq2_rgray[ASIZE:ASIZE-1],wq2_rgray[ASIZE-2:0] });
    initial    o_wfull = 0;
    always_ff @(posedge i_wclk) begin
        if (i_wrst)
            o_wfull <= 1'b0;
        else
            o_wfull <= wfull_next;
    end            
    always_ff @(posedge i_wclk) begin
        if ((i_wr)&&(!o_wfull))
            mem[waddr] <= i_wdata;
    end
	assign	rbinnext  = rbin + { {(ASIZE){1'b0}}, ((i_rd)&&(!o_rempty)) };
	assign	rgraynext = (rbinnext >> 1) ^ rbinnext;
	initial	{ rbin, rgray } = 0;
	always_ff @(posedge i_rclk) begin
	   if (i_rrst)
		  { rbin, rgray } <= 0;
	   else
		  { rbin, rgray } <= { rbinnext, rgraynext };
    end		  
	assign	raddr = rbin[ASIZE-1:0];
	assign	rempty_next = (rgraynext == rq2_wgray);
	initial o_rempty = 1;
	always_ff @(posedge i_rclk) begin
	   if (i_rrst)
	       o_rempty <= 1'b1;
	   else
	       o_rempty <= rempty_next;
    end
	assign	o_rdata = mem[raddr];
endmodule: async_fifo
```

==> out/results.md <==
| Item | Value |
| --- | --- |
| Synth Area in Simple Gates | 15.0% |
| Total of endpoints with negative setup slack in the final report | 1 |
| Core Util, Final | 50.0% |
| Library cell appearing most often on the critical path | sky130_fd_sc_hd__mux4_2 |
| Pin slew with the least headroom to its limit | 534 ps |
| Total chip power | 2.32 mW |
| Vias | 1511 |
| Fraction of layout cells with a size suffix above 1 | 19.7% |
| FP Rows | 29 |
| Maximum net fanout on the critical path | 8 |
| DP Wirelength | 2970 um |
| Relative max-transition margin | 64.3% |
| Initial antenna violation count | 0 |
| Crit path buffers/inverters | 3 |
| Area of the core region | 0.00653 sq mm |
| Largest incremental delay on the critical path | 500 ps |
| Global-route wire length before repair | 7570 um |
| Chip Width | 85.3 um |
| Number of fillers in the final layout | 573 |
| Critical path capture point type | output pin |
| First-pass iteration count of the detailed router | 4 |
| Number of clock sinks | 72 |
| CP Data Required Time | 1920 ps |
| Drt initial violations | 59 |
| Number of warning messages in the yosys log | 1 |
| Library cell contributing the largest single delay on the critical path | sky130_fd_sc_hd__mux4_2 |
| Kind of critical path | register to output pin |
| CTS tree | built |
| Setup repair after global routing missed its margin | yes |
| TNS Setup | -17.7 ps |
| Number of max-slew violations in the final report | 0 |
| Routed vias/inst | 4.80 |
| Total track usage | 14.2% |
| Routability congestion estimate | 0.780 |
| Via count of the first global-routing pass | 1549 |
| Share of synthesized cell area in full adder, half adder and majority cells | 2.26% |
| Yosys chip area | 0.00277 sq mm |
| Max-cap violations | 0 |
| Pin count of the biggest net entering global routing | 21 |
| Total number of warnings across the stage logs | 29 |
| Synth Area in Compound Gates | 1.35% |
| Overflow left after global routing | 0 |
| P&R area growth vs syn | 17.8% |
| Clock edge transition at the registers on the reported setup and hold paths | 100 ps |
| Family with the most delay on the worst path | multiplexers |
| Final worst-path setup slack | -17.7 ps |
| DRC violation count after routing | 0 |
| Post-synthesis mux area share | 8.48% |
| Distinct cells, synth | 27 |
| Ratio of total power to cell area | 709 mW/mm^2 |
| Number of buffer cells added on primary ports | 10 |
| Path type of the worst min-delay path | register to register |
| Cell Count Post-Placement | 299 |
| Arrival time of the worst setup path | 1940 ps |
| WL/cell | 13.9 um |
| Seq cells post-synth | 72 |
| Number of standard cells reported by yosys | 206 |
| Maximum VDD drop | 0.346 mV |
| DIE HEIGHT | 85.3 um |
| Post-synthesis sequential area ratio | 63.5% |
| Routed Wire Length | 4380 um |
| Syn avg cell area | 13.5 sq um |
| Combinational family with the most area after synthesis | simple AND/OR/NAND/NOR gates |
| Clock Skew | 10.6 ps |
| Remaining number of nets flagged by the antenna check after routing | 0 |
| I/O Pins | 12 |
| Result of the run | complete, but fails checks |
| Syn Inst Count | 206 |
| Floorplan-stage core utilization | 42.5% |
| Launching element type of the critical path | register |
| Mapped Area | 0.00277 sq mm |
| Area enclosed by the die boundary | 0.00727 sq mm |
| Leakage power summed over all cells | 1.16 nW |
| Non-filler cells in the finished layout | 315 |
| Number of hold violations in the final report | 0 |
| Violations in the final reports | negative setup slack |
| Worst path cell trace | buf_12 > buf_6 > mux4_2 > mux4_2 > buf_2 |
| Xor+xnor area frac | 7.89% |
| # diodes | 0 |
-- worst register-to-register path, delay by kind of cell, from the launching register on --
kind	cells	cell delay [ps]
fa+ha+maj	2	340
flops	1	330
xor+xnor	2	330
simple gates	4	830
-- registers in the layout, summed over array words and instances (netlist names) --
register   flops
wbin           4
rbin           4
wgray          5
wq1_rgray      5
o_wfull        1
mem           32
rq1_wgray      5
wq2_rgray      5
rgray          5
o_rempty       1
rq2_wgray      5
-- power breakdown --
group | total [mW] | internal (mW) | switching [mW]
Clock | 0.836 | 0.435 | 0.400
Combinational | 0.164 | 0.0941 | 0.0698
Sequential | 1.32 | 1.30 | 0.0137
Total | 2.32 | 1.83 | 0.484
-- timing repair --
action                                 CTS  global route
buffers inserted                         4             0
resized                                 10             1
endpoints found under the hold margin    0             0
setup endpoints to repair                2             2
hold buffers                             0             0
-- synthesized netlist by cell type, drive strengths merged --
cell type	n	area (sq um)
nor2	25	93.8
o2bb2ai	1	8.76
buf	5	27.5
or3b	1	8.76
a21boi	1	7.51
xor2	10	87.6
xnor2	15	131
nand3	5	30.0
o211ai	1	7.51
nor2b	28	175
nand2	7	26.3
and3b	1	8.76
nor3	4	20.0
nor4	1	6.26
mux4	10	225
o21ai	1	5.00
nand2b	4	25.0
or3	1	6.26
ha	5	62.6
nand3b	2	15.0
dfxtp	40	801
a31o	1	8.76
mux2i	1	10.0
clkbuf	4	15.0
edfxtp	32	961
-- logic make-up (layout without fill, tap and decap cells) --
kind of cell / after synthesis / in the layout
compound gates: 5 / 5
simple gates: 79 / 79
buf+inv: 9 / 41
mux: 11 / 11
fa+ha+maj: 5 / 5
flops: 72 / 72
xor+xnor: 25 / 25
-- metrics by stage --
step	worst slack, ps	area, sq um	hold slack (ps)
final	-17.7	3270	401
after global routing	-58.7	3270	413
after CTS	-30.1	3260	403
after detailed placement	-154	3070	427
after global placement	-111	3070	420
after floorplan	176	2770	414
-- layer usage --
layer | global-route usage (%) | vias up | part of all wire, %
li1 | - | 765 | -
met1 | 22.9 | 707 | 49
met2 | 20.2 | 33 | 43
met3 | 5.63 | 6 | 6.0
met4 | 1.97 | 0 | 1.6
met5 | 0 | - | 0
-- layout by cell type, fill, tap and decap left out, drive strengths merged --
| cell type | count |
|---|---|
| xnor2 | 15 |
| dfxtp | 40 |
| bufinv | 1 |
| a21boi | 1 |
| o2bb2ai | 1 |
| mux4 | 10 |
| nand2b | 4 |
| clkdlybuf4s50 | 8 |
| xor2 | 10 |
| nor3 | 4 |
| or3b | 1 |
| nand2 | 7 |
| o21ai | 1 |
| nor4 | 1 |
| or3 | 1 |
| nor2b | 28 |
| clkinvlp | 1 |
| o211ai | 1 |
| mux2i | 1 |
| ha | 5 |
| clkbuf | 8 |
| nand3 | 5 |
| inv | 2 |
| buf | 21 |
| a31o | 1 |
| nand3b | 2 |
| edfxtp | 32 |
| and3b | 1 |
| nor2 | 25 |
-- area by class of cell --
cell class | count | area [sq um] | share of cell area [%]
Clock inverter | 4 | 55.1 | 1.69
Sequential cell | 72 | 1760 | 54.0
Clock buffer | 8 | 110 | 3.37
Timing Repair Buffer | 29 | 273 | 8.35
Tap cell | 77 | 96.3 | 2.95
Multi-Input combinational cell | 125 | 970 | 29.7
-- path summary, 6_finish.rpt --
kind	slack (ps)	from	endpoint	cells after the start
max	-20	rbin[0]$_SDFF_PP0_	o_rdata[1]	5
min	400	rgray[0]$_SDFF_PP0_	wq1_rgray[0]$_SDFF_PP0_	1
max reg2reg	480	o_wfull$_SDFF_PP0_	o_wfull$_SDFF_PP0_	8
min reg2reg	400	rgray[0]$_SDFF_PP0_	wq1_rgray[0]$_SDFF_PP0_	1
max in group clk1	170	i_wr	o_wfull$_SDFF_PP0_	9
min in group clk0	440	rq1_wgray[3]$_SDFF_PP0_	rq2_wgray[3]$_SDFF_PP0_	1
Power figures rest on the tool's default switching activity, not on a simulated workload.
